--- ./design.v ---
module IDEX_flop(NPCSrc,ctrlop,pc_4,data1,data2,imm,rs_addr,rt_addr,rd_addr,dout,clk,rst);
  input [2:0] NPCSrc;  
  input [15:0] ctrlop;  
  input [31:0] pc_4;
  input [31:0] data1;
  input [31:0] data2;
  input [31:0] imm;
  input [4:0] rs_addr;
  input [4:0] rt_addr;
  input [4:0] rd_addr;
  input clk,rst;
  output reg [161:0] dout;
always@(posedge clk or posedge rst)
  if(rst == 1)
    dout = 162'b0;
  else
    dout = {NPCSrc,ctrlop,pc_4,data1,data2,imm,rs_addr,rt_addr,rd_addr};
endmodule
--- ./run.sh ---
#!/bin/bash
# OpenROAD 26Q1-2900-gdf79404cd8, Yosys 0.63+post, stock flow scripts
make -C /OpenROAD-flow-scripts/flow DESIGN_CONFIG=/design/flow/config.mk WORK_HOME=/design/flow/orfs finish
--- ./config.mk ---
export PLATFORM = sky130hd
export DESIGN_NAME = IDEX_flop
export DESIGN_NICKNAME = IDEX_flop
export VERILOG_FILES = /design/flow/design.v
export SDC_FILE = /design/flow/constraint.sdc
export NUM_CORES = 4
export LEC_CHECK = 1
export CORE_AREA = 10 10 178 178
export DIE_AREA = 0 0 188 188
--- ./constraint.sdc ---
current_design IDEX_flop

set clk_period 1.0
set clk_io_pct 0.2

create_clock -name clk0 -period $clk_period [get_ports {clk}]

set non_clock_inputs [all_inputs -no_clocks]
set_input_delay [expr $clk_period * $clk_io_pct] -clock clk0 $non_clock_inputs
set_output_delay [expr $clk_period * $clk_io_pct] -clock clk0 [all_outputs]
==> reports/writeup.txt <==
The type of the most critical hold path is input port to async pin. The horizontal die dimension was 188 um. With the combined buffer and inverter count along the critical path at 1, the I/O pin count is 326. Yosys stat counts 163 cells in the synthesized netlist. Subtracting the final worst setup slack from the clock period gives 1.13 ns. Post-CTS timing repair inserted 0 buffers for setup. Summing the areas of all xor and xnor instances in the mapped netlist gives 0% of the synthesized area. The tools report the smallest setup slack after layout as -0.131 ns. The detail route stage leaves a number of antenna-violating nets equal to 0. The pre-CTS worst setup slack is -0.0472 ns, and the global-route wire length before repair is 22.9 mm. The logs give 3225 for the via count of the first global-routing pass and 0 for the number of pins with negative max-slew slack in the final report. Leaving out buffers and inverters, the combinational logic in the layout accounts for 0 um^2.

The final report gives the core utilization as 27.9%. The vertical die size was 188 um; the number of port buffers was 325. The tools report the cell at the root of the clock tree as sky130_fd_sc_hd__clkbuf_16. STA puts the critical path data required time at 0.80 ns. The region available for standard cell placement spans 27800 um^2. Category of cells accounting for the largest share of critical-path delay: flip-flops.

The number of instances in the synthesized netlist came out at 163. The final period utilization came out at 113%. The report puts the hold buffer count at CTS at 0. The timing report gives the clock slew at the launch and capture registers of the worst setup and hold paths as 0.06 ns. Entering global routing, the biggest net connects 22 pins. The data arrival time reported for the critical path is 0.93 ns.

Of the post-synthesis cell area, the dominant cell type holds 99.9%. The analysis attributes to cell leakage a power of 3.55 nW. Per the final timing report, the hold violations number 0. Setup repair after global routing could not meet its margin everywhere. Using the TritonRoute via totals, the vias-per-cell ratio works out to 2.99.

The tools report the count of fill cells added during filler insertion as 2883. The tools report the met3 routing resource usage after global routing as 5.58%. Headroom to the max-slew limit came out at 84.4%. Number of flip-flops under the largest register name: 162. The main area contributors are sky130_fd_sc_hd__dfrtp_1 100%, sky130_fd_sc_hd__inv_1 0.093%.

Per the GRT congestion report, total overflow comes to 0. TritonCTS built the clock tree. Averaged over all synthesized cells, the footprint is 24.9 um^2. After detailed routing, the number of remaining DRC violations is 0. The tree built by TritonCTS fans out to 162 sinks.

On the critical path, the stage with the largest delay is an instance of sky130_fd_sc_hd__dfrtp_1. The transition time recorded at the tightest slew-check pin is 0.233 ns. The initial antenna violation count was 4.

The Yosys warning count was 1. Per the log, the first TritonRoute iteration ended with a DRC count of 34. The estimated wirelength of the detail-placed design was 13.2 mm; the number of detailed-route iterations in the first pass was 3. The share of the core area taken by cells at floorplan is 14.6%. Synthesis inferred 162 register bits. 0 cells are multi-input combinational gates.

The type of destination of the critical path is an output port. The final reports fail on setup timing. Endpoints with negative setup slack in the final report add up to 162.

For this sky-water flow run, the detailed-routed wirelength per cell is reported as 17.2 um. The detailed router placed 2743 vias in this run. The most utilized layer in the global route result is met2. Yosys reports a chip area of 4060 um^2. The critical path is of the register to output port type.

The run gives 2 for the unique cell type count in the Yosys netlist. The run gives 91.2% for the synthesis-to-layout area growth. The final wirelength came out at 15.7 mm. For the maximum root-to-sink buffer count, the log shows 2. On the worst path, the slowest cell contributes a delay of 0.39 ns. For this run, global-route usage on met2 was measured as 13.8%.

The fraction of synthesized area in multiplexers is 0%. In this run the maximum-capacitance check reported violations numbering 0. STA classifies the critical path startpoint as a register.

Looking at area per cell type in the netlist, the leader is sky130_fd_sc_hd__dfrtp_1. Netlist area before placement: 4060 um^2. Of the cells placed in the final design, the portion with a size suffix greater than 1 is 39.3%.

The overall chip area was 35300 um^2. Traced cell by cell, the critical path runs through buf_2. In this run the tools logged warnings totalling 28.

The AND-OR/OR-AND share of the synthesized area was 0%. After routing, the total negative slack on setup checks comes to -12.77 ns. The maximum resistive drop on vdd is 0.770 mV. The run gives 17 for the number of buffers inserted during clock tree synthesis. The flow ran to the end, but the final reports show violations. Of the total synthesized cell area, the portion taken by AND, OR, NAND and NOR gates is 0%. Power spread over the standard cell area amounts to 1860 nW/um^2. CTS built an H-tree with a depth of 4.

The share of synthesized area occupied by flip-flops and latches came out at 99.9%. The maximum net fanout on the critical path is 1. The synthesized netlist devotes 0% of its cell area to adder and majority cells. The logs give 884 MHz for the achievable clock frequency and 8.78% for the global routing usage summed across all routing layers.

The synthesis run identifies the leading combinational cell family as buffers and inverters. The floorplan has 61 rows. Ranking logic cells in the layout by count gives the top entries 163 x sky130_fd_sc_hd__clkdlybuf4s50_1, 162 x sky130_fd_sc_hd__dfrtp_1, 162 x sky130_fd_sc_hd__buf_2, 17 x sky130_fd_sc_hd__clkbuf_16, 11 x sky130_fd_sc_hd__buf_4. Most common cell after layout, fill and taps aside: sky130_fd_sc_hd__clkdlybuf4s50_1. The run gives 0.786 as the last weighted congestion value of the routability-driven placer. For the met1 track demand over resource in global routing, the log shows 10.1%.
-- where the power goes --
part	internal, W	switching (W)
combinational	0.000837	0.000338
clock	0.00362	0.00272
sequential	0.00688	0.0000704
-- cells in the mapped netlist --
| cell type | instances |
|---|---|
| sky130_fd_sc_hd__inv_1 | 1 |
| sky130_fd_sc_hd__dfrtp_1 | 162 |
-- final cells by class --
type,count,area [um^2],share of cell area (%)
tap,378,473,6.09
clock buffer,20,457,5.89
inverter,1,7.51,0.0967
timing repair buffer,342,2650,34.1
sequential,162,4050,52.2
antenna,1,2.50,0.0322
clock inverter,12,121,1.56
-- layer usage --
layer / share of wire (%) / up-vias
met2: 46 / 201
met5: 0.25 / -
met1: 38 / 1289
met3: 14 / 17
met4: 1.7 / 6
li1: - / 1230
-- metrics by stage --
stage	total power, W	instance area, um^2	hold WS, ns	std cells
after CTS	0.0148	7760	0.139	915
final	0.0145	7760	0.166	916
after detailed placement	0.00864	7990	0.600	883
after global routing	0.0152	7760	0.144	915
after global placement	0.00862	7990	0.597	883
after floorplan	0.00710	4060	0.231	163
-- worst max path at each step --
stage	depth (start not counted)	endpoint	slack, ns	start
5_1_grt	1	dout[117]	-0.18	dout[117]$_DFF_PP0_
6_report	1	dout[99]	-0.13	dout[99]$_DFF_PP0_
4_1_cts	1	dout[117]	-0.16	dout[117]$_DFF_PP0_
-- logic make-up after synthesis --
logic type and after synthesis:
flops 162, buf+inv 1
-- repair_timing --
item,in CTS,in global routing
pin swaps,0,0
setup endpoints to repair,162,162
resized,523,0
Power and IR drop assume default switching activity.
