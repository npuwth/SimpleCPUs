==> design.v <==
module mux_datawrite(pc_4,ALUOut,MemData,out,ctrl);
parameter width = 32;
  input [width-1:0] pc_4;
  input [width-1:0] ALUOut;
  input [width-1:0] MemData;
  input [2:0] ctrl;
  output reg [width-1:0] out;
always@(pc_4,ALUOut,MemData,ctrl)
  case(ctrl)
    3'b000:out = pc_4;
    3'b001:out = ALUOut;
    3'b010:out = MemData;  
    3'b011:if(ALUOut[1] == 1'b0)  
             out = {{16{MemData[15]}},MemData[15:0]};
           else
             out = {{16{MemData[31]}},MemData[31:16]};
    3'b100:if(ALUOut[1] == 1'b0)  
             out = {16'b0,MemData[15:0]};
           else
             out = {16'b0,MemData[31:16]};
    3'b101:if(ALUOut[1:0] == 2'b00)  
             out = {{24{MemData[7]}},MemData[7:0]};
           else if(ALUOut[1:0] == 2'b01)
             out = {{24{MemData[15]}},MemData[15:8]};
           else if(ALUOut[1:0] == 2'b10)
             out = {{24{MemData[23]}},MemData[23:16]};
           else
             out = {{24{MemData[31]}},MemData[31:24]};
    3'b110:if(ALUOut[1:0] == 2'b00)  
             out = {24'b0,MemData[7:0]};
           else if(ALUOut[1:0] == 2'b01)
             out = {24'b0,MemData[15:8]};
           else if(ALUOut[1:0] == 2'b10)
             out = {24'b0,MemData[23:16]};
           else
             out = {24'b0,MemData[31:24]};
    default:out = 32'b0;
  endcase
endmodule
==> run.sh <==
#!/bin/bash
# OpenROAD 26Q1-2900-gdf79404cd8, Yosys 0.63+post, stock flow scripts
make -C /OpenROAD-flow-scripts/flow DESIGN_CONFIG=/design/flow/config.mk WORK_HOME=/design/flow/orfs finish
==> config.mk <==
export PLATFORM = sky130hd
export DESIGN_NAME = mux_datawrite
export DESIGN_NICKNAME = mux_datawrite
export VERILOG_FILES = /design/flow/design.v
export SDC_FILE = /design/flow/constraint.sdc
export NUM_CORES = 4
export LEC_CHECK = 1
export CORE_AREA = 10 10 83 83
export DIE_AREA = 0 0 93 93
==> constraint.sdc <==
current_design mux_datawrite

set clk_period 4.6
set clk_io_pct 0.2

create_clock -name clk0 -period $clk_period

set non_clock_inputs [all_inputs -no_clocks]
set_input_delay [expr $clk_period * $clk_io_pct] -clock clk0 $non_clock_inputs
set_output_delay [expr $clk_period * $clk_io_pct] -clock clk0 [all_outputs]
==> out/results.tsv <==
stage	metric	value	unit
logic_synthesis	ys_types	25	
detailed_routing	ant_nets	0	
placed_design	dp_slack	318	ps
cells_and_area	final-instance-count-excl-fill	358	
cells_and_area	final_layout_size_suffix_gt1_share	10.8	%
final_timing	rsz0062_at_grt	no	
power	power.leakage	0.00113	uW
global_routing	grt_usage	15.6	%
power	peakVddDrop	0.0000434	V
min_path	hp-class	in2out	
status	status	completed	
placed_design	io_buffers	131	
detailed_routing	antenna_cells	0	
detailed_routing	firstDrtPassIters	4	
die	core_area	0.00514	sq mm
final_timing	finalCritPeriodShare	93.2	%
worst_setup_path	cp.arrival	3370	ps
detailed_routing	num_vias	1899	
die	chip_area	0.00865	sq mm
cts	cts-resized-gates	0	
final_timing	setup_viol	0	
final_timing	tightest_slew	674	ps
run	timing.max_cap.violations	0	
final_timing	fin_crit	4290	ps
die	fp.dieW	93	um
cells_and_area	fillers	509	
logic_synthesis	syn_area_per_cell	8.94	sq um
worst_setup_path	required	3680	ps
final_timing	finalHoldViolations	0	
worst_setup_path	slowest_delay	700	ps
logic_synthesis	yosysChipArea	0.00150	sq mm
final_timing	maxSlewViolCount	0	
logic_synthesis	synthesis.instances	168	
detailed_routing	viasPerCell	5.30	
detailed_routing	drc	0	
die	fp_util	29.2	%
final_timing	max_freq	233	MHz
detailed_routing	first_iter_violations	52	
global_routing	antenna_found_initial	0	
final_timing	slew_headroom	55.0	%
worst_setup_path	critPathMaxFanout	12	
detailed_routing	wl	7090	um
global_routing	grt_max_degree	28	
die	io_pins	131	
cells_and_area	flop_area	0	sq um
final_timing	fin_tns_setup	0	ps
logic_synthesis	syn_area	0.00150	sq mm
logic_synthesis	top_cell_area_share	29.3	%
worst_setup_path	crit_buf_inv	2	
worst_setup_path	cp-start-kind	input pin	
placed_design	dp_hpwl	6010	um
detailed_routing	wire_per_inst	19.8	um
worst_setup_path	crit_type	in2out	
worst_setup_path	cp-end-kind	output pin	
global_routing	grt_pass1_wl	11000	um
logic_synthesis	ys_seq_share	0	%
placed_design	place.gp.congestion	0.845	
worst_setup_path	cp_slowest_cell	clkdlybuf4s50_1	
final_timing	final.setup.worst_slack	313	ps
worst_setup_path	crit_chain	clkdlybuf4s50_1 -> nor2b_2 -> nand3_1 -> o221ai_1 -> clkdlybuf4s50_1	
global_routing	grt_pass1_vias	1971	
logic_synthesis	synth.area.top_cells	mux2i_1, a2bb2oi_1, mux4_1	
cells_and_area	seq_cell_count	0	
worst_setup_path	cp_top_family	buffers and inverters	
logic_synthesis	synth_warnings	1	
global_routing	grt_overflow	0	
cts	ctsHoldBuffers	0	
cells_and_area	area_growth	91.1	%
logic_synthesis	synth_top_cell_by_area	mux2i_1	
power	power.density	103	mW/mm^2
run	tool_warnings	33	
logic_synthesis	ys_cells	168	
placed_design	dpl.cell_count	358	
die	die.size.y	93	um
worst_setup_path	crit_top_cell	clkdlybuf4s50_1	
cts	cts_setup_buffers	0	
cells_and_area	clock_buffers	0	
die	rows	26	
-- metal layers --
metal / GRT usage (%) / up-vias / share of wire [%]
met5: 0 / - / 0
met1: 20.2 / 872 / 44
met2: 26.2 / 78 / 48
li1: - / 947 / -
met3: 4.85 / 2 / 8.0
met4: 0.514 / 0 / 0.42
-- power by group --
group / switching [uW] / leakage, uW / total [uW] / internal [uW]
clock: 0 / 0 / 0 / 0
combinational: 99.0 / 0.00113 / 297 / 198
sequential: 0 / 0 / 0 / 0
total: 99.0 / 0.00113 / 297 / 198
-- area by class of cell --
cell class                 count  area [sq um]  area share (%)
inverter                       1          3.75           0.131
tap                           70          87.6            3.05
timing repair buffer         143          1390            48.5
multi-input combinational    144          1390            48.3
-- layout by cell type (no fill, tap or decap), types with 6 or more instances in the layout --
| master | count |
|---|---|
| clkdlybuf4s50_1 | 129 |
| mux2i_1 | 44 |
| a2bb2oi_1 | 24 |
| o221ai_1 | 12 |
| buf_4 | 12 |
| o21ai_2 | 10 |
| nand3_1 | 9 |
| o21ai_0 | 8 |
| mux4_1 | 7 |
| nand3b_1 | 6 |
| o21a_1 | 6 |
-- worst paths after layout --
check,from,end,slack [ps],cells after the start
hold / removal,ctrl[2],out[4],2700,4
setup / recovery,ctrl[0],out[10],310,5
-- through the flow --
| step | area, sq um | util, % | hold slack, ps | total power (uW) |
|---|---|---|---|---|
| finish | 2870 | 55.8 | 2700 | 297 |
| CTS | 2870 | 55.8 | 2710 | 301 |
| global placement | 2870 | 55.8 | 2700 | 300 |
| global route | 2870 | 55.8 | 2750 | 321 |
| floorplan | 1500 | - | 1950 | 121 |
| detailed placement | 2870 | 55.8 | 2700 | 299 |
-- cell usage after synthesis (2+ instances only) --
library cell	n
clkbuf_1	13
a2bb2oi_1	24
nand3b_1	6
nor2_1	2
o21ai_2	10
mux2i_1	44
o21a_1	6
mux4_1	7
o21ai_0	8
a32oi_1	2
o221ai_1	12
o211ai_1	4
buf_2	7
nand3_1	9
mux2_2	4
-- logic make-up after synthesis --
logic type             Yosys count  share of synthesized area (%)
AND-OR/OR-AND                   67                           37.5
multiplexers                    56                           46.1
buffers and inverters           24                           7.83
AND/OR/NAND/NOR                 20                           8.00
XOR/XNOR                         1                          0.583
Power is estimated from default activity; no workload was simulated.
