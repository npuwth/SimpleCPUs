File: flow/run.sh
#!/bin/bash
# OpenROAD 26Q1-2900-gdf79404cd8, Yosys 0.63+post, stock flow scripts
make -C /OpenROAD-flow-scripts/flow DESIGN_CONFIG=/design/flow/config.mk WORK_HOME=/design/flow/orfs finish
File: flow/config.mk
export PLATFORM = sky130hd
export DESIGN_NAME = EXMEM_flop
export DESIGN_NICKNAME = EXMEM_flop
export VERILOG_FILES = /design/flow/design.v
export SDC_FILE = /design/flow/constraint.sdc
export NUM_CORES = 4
export LEC_CHECK = 1
export CORE_UTILIZATION = 40
File: flow/constraint.sdc
current_design EXMEM_flop

set clk_period 1.0
set clk_io_pct 0.2

create_clock -name clk0 -period $clk_period [get_ports {clk}]

set non_clock_inputs [all_inputs -no_clocks]
set_input_delay [expr $clk_period * $clk_io_pct] -clock clk0 $non_clock_inputs
set_output_delay [expr $clk_period * $clk_io_pct] -clock clk0 [all_outputs]
File: flow/design.v
module EXMEM_flop(ctrlop,pc_4,ALU_result,MEM_data,rw_addr,dout,clk,rst);
  input [7:0] ctrlop;
  input [31:0] pc_4;
  input [31:0] ALU_result;
  input [31:0] MEM_data;
  input [4:0] rw_addr;
  input clk,rst;
  output reg [108:0] dout;
always@(posedge clk or posedge rst)
  if(rst == 1)
    dout = 109'b0;
  else
    dout = {ctrlop,pc_4,ALU_result,MEM_data,rw_addr};
endmodule
==> metrics.yaml <==
power_mw: 7.99
grt_pass1_wl_um: 12000
yosys-stat-area_um2: 2730
path_depth: 1
path_class: "flop to output port"
synth_area_um2: 2730
worst_slack_ns: -0.0724
slowest_stage: "dfrtp_1"
max_slew_margin_pct: 83.2
final-max-slew-violation-count: 0
area_delta_synth_final_pct: 72.9
dr.pass1.iters: 23
top_cell_area_share_pct: 99.9
wl_um: 7950
numSynthFlops: 109
fin_setup_tns_ns: -3.19
syn_inst: 110
yosys_cells: 110
drt-vias-per-instance: 4.32
overflow: 0
grt_max_degree: 51
startpoint_type: "flop"
largest_reg_flops: 109
place_congestion: 0.774
die_w_um: 84.6
final.min_clock_period_ns: 1.07
drt_iter0_markers: 56
numCtsBuffers: 9
tool_warnings: 29
cts.sinks: 109
pwr_density_cell_nw_per_um2: 1690
num_antenna_cells: 0
dieArea_um2: 7160
post_cts_buffers: 0
wl_per_cell_um: 18.8
irDropWorstVdd_mv: 0.987
cp.arrival_ns: 0.87
lay_top_count: "clkdlybuf4s50_1"
finalSetupViolCount: 109
critPathMaxStageDelay_ns: 0.39
pin_count: 220
cts-root-buf: "clkbuf_8"
synth_seq_share_pct: 99.9
drtAntennaViolNets: 0
antenna_found_initial: 0
ys_warn_count: 1
die_h_um: 84.6
numPortBuffers: 219
largest_area_cell: "dfrtp_1"
clockBufferDepth: 2
maxCapViolCount: 0
grtUsageTotal_pct: 24.8
mostFrequentLayoutCells: "clkdlybuf4s50_1 (110), dfrtp_1 (109), buf_2 (109)"
whs_path_depth: 1
path_buffers: 1
grt_pass1_vias: 2042
clk_pin_slew_ns: 0.10
htree_num_levels: 3
crit_chain: "buf_2"
hold_viol: 0
vias: 1833
drive_gt1_share_pct: 36.9
violations: "setup timing"
path_delay_family: "flip-flops"
hpwl_um: 6300
max_freq_ghz: 0.932
p_leak_nw: 2.25
drc: 0
fp_util_pct: 42.3
cp_max_fo: 1
placementRows: 29
required_ns: 0.80
final.period_utilization_pct: 107
outcome: "finished, violations left"
rsz0062_at_grt: "yes"
synth.distinct_cells: 2
area_leaders: "dfrtp_1 (100%), inv_1 (0.14%)"
comb_area_um2: 0
comb_cells: 0
worstMarginPinSlew_ns: 0.252
core_area_um2: 6460
cts_tree: "built"
hold_path.class: "input port to flop"
hold_ws_ns: 0.269
avgSynthCellArea_um2: 24.8
n_fill_cell: 478
critPathCaptureType: "output port"
[final cells by class]
type / count / area (um^2) / area share, %
Tap cell: 77 / 96.3 / 2.04
Clock buffer: 10 / 138 / 2.91
Timing Repair Buffer: 222 / 1690 / 35.9
Inverter: 1 / 7.51 / 0.159
Clock inverter: 5 / 60.1 / 1.27
Sequential cell: 109 / 2730 / 57.7
[kinds of logic (layout without fill, tap and decap cells)]
logic type / after synthesis / in the layout / synth area share [%]
buffers and inverters: 1 / 238 / 0.137
DFF: 109 / 109 / 99.9
[where the power goes]
group          switching, mW  internal, mW
clock network           1.37          1.22
logic                  0.199         0.531
registers             0.0538          4.62
[path summary, 6_finish.rpt]
path                       endpoint           start  slack (ns)
min in group asynchronous  dout[66]             rst        0.29
setup / recovery           dout[15]        dout[15]       -0.07
max in group asynchronous  dout[91]             rst        0.48
hold / removal             dout[66]  ALU_result[29]        0.27
[layer usage]
| layer | vias to the layer above | GRT usage, % | wire length (um) |
|---|---|---|---|
| li1 | 798 | - | - |
| met1 | 888 | 33.0 | 2610 |
| met2 | 132 | 38.7 | 3990 |
| met3 | 15 | 13.3 | 1160 |
| met4 | 0 | 4.62 | 195 |
| met5 | - | 0 | 0 |
[stage by stage]
step	area [um^2]	std cells	worst slack [ns]	util, %
3_5_place_dp	5070	409	-0.0232	78.5
2_1_floorplan	2740	110	-0.515	-
4_1_cts	4720	424	-0.0967	73.1
3_3_place_gp	5070	409	-0.0177	78.5
5_1_grt	4720	424	-0.131	73.1
6_report	4720	424	-0.0724	73.1
[synthesized netlist by cell type]
cell	n
dfrtp_1	109
inv_1	1
[timing repair]
action | in CTS | in global routing
gates resized | 343 | 0
setup endpoints to repair | 109 | 109
hold buffers | 0 | 0
No activity file was given, so power comes from the tool's default toggle rates.
